--- ./config.mk ---
export PLATFORM = sky130hd
export DESIGN_NAME = reorder_buffer
export DESIGN_NICKNAME = reorder_buffer
export VERILOG_FILES = /design/flow/design.v
export SDC_FILE = /design/flow/constraint.sdc
export NUM_CORES = 4
export LEC_CHECK = 1
export CORE_UTILIZATION = 50
--- ./constraint.sdc ---
current_design reorder_buffer

set clk_period 13.1
set clk_io_pct 0.2

create_clock -name clk0 -period $clk_period [get_ports {clk}]

set non_clock_inputs [all_inputs -no_clocks]
set_input_delay [expr $clk_period * $clk_io_pct] -clock clk0 $non_clock_inputs
set_output_delay [expr $clk_period * $clk_io_pct] -clock clk0 [all_outputs]
--- ./design.v ---
module counter #(
  WIDTH = 4
) (
  input  logic             clk,
  input  logic             rst_n,
  input  logic             en_i,
  output logic [WIDTH-1:0] data_o
);
logic [WIDTH-1:0] data;
assign data_o = data;
always_ff @( posedge clk ) begin
  if ( ~rst_n ) begin
    data <= 'b0;
  end
  else begin
    if ( en_i ) begin
      data <= data + 'b1;
    end
  end
end
endmodule
module mem_2ps #(   
  ADDR_WIDTH = 4,
  DATA_WIDTH = 8
) (
  input  logic clk,
  input  logic                  write_en_i,
  input  logic [ADDR_WIDTH-1:0] addr_write_i,
  input  logic [DATA_WIDTH-1:0] data_write_i,
  input  logic [ADDR_WIDTH-1:0] addr_read_i,
  output logic [DATA_WIDTH-1:0] data_read_o
);
localparam MEM_DEPTH = 2**ADDR_WIDTH;
logic [DATA_WIDTH-1:0] mem [0:MEM_DEPTH-1];
always_ff @( posedge clk ) begin   
  if ( write_en_i ) begin
    mem[addr_write_i] <= data_write_i;
  end
end
assign data_read_o = mem[addr_read_i];   
endmodule
module reorder_buffer #(
  parameter DATA_WIDTH = 8
) (
  input  logic clk,
  input  logic rst_n,
  input  logic            [3:0] s_arid_i,
  input  logic                  s_arvalid_i,
  output logic                  s_arready_o,
  output logic [DATA_WIDTH-1:0] s_rdata_o,
  output logic            [3:0] s_rid_o,
  output logic                  s_rvalid_o,
  input  logic                  s_rready_i,
  output logic            [3:0] m_arid_o,
  output logic                  m_arvalid_o,
  input  logic                  m_arready_i,
  input  logic [DATA_WIDTH-1:0] m_rdata_i,
  input  logic            [3:0] m_rid_i,
  input  logic                  m_rvalid_i,
  output logic                  m_rready_o
);
assign m_arid_o    = s_arid_i;      
assign m_arvalid_o = s_arvalid_i;   
assign s_arready_o = m_arready_i;   
logic  ar_handshake;
assign ar_handshake = m_arvalid_o && m_arready_i;
logic [3:0] cnt_w_data;
logic [3:0] cnt_r_data;
logic       valid_mem_clear;
counter cnt_w_inst (   
  .clk    ( clk          ),
  .rst_n  ( rst_n        ),
  .en_i   ( ar_handshake ),
  .data_o ( cnt_w_data   )
);
logic [3:0] id_mem_read_data;
logic       id_mem_valid;
mem_2ps #(   
  .DATA_WIDTH( 4 )
) id_mem_inst (
  .clk          ( clk ),
  .write_en_i   ( ar_handshake     ),
  .addr_write_i ( cnt_w_data       ),
  .data_write_i ( s_arid_i         ),
  .addr_read_i  ( cnt_r_data       ),
  .data_read_o  ( id_mem_read_data )
);
valid_mem valid_mem_id_inst (   
  .clk          ( clk   ),
  .rst_n        ( rst_n ),
  .set_i        ( ar_handshake    ),
  .addr_write_i ( s_arid_i        ),
  .clear_i      ( valid_mem_clear ),
  .addr_read_i  ( cnt_r_data      ),
  .read_data_o  ( id_mem_valid    )
);
assign m_rready_o = 1'b1;
logic  rm_handshake;
assign rm_handshake = m_rready_o && m_rvalid_i;
logic [DATA_WIDTH-1:0] data_mem_read_data;
mem_2ps #(   
  .DATA_WIDTH ( DATA_WIDTH )
) data_mem_inst (
  .clk          ( clk ),
  .write_en_i   ( rm_handshake       ),
  .addr_write_i ( m_rid_i            ),
  .data_write_i ( m_rdata_i          ),
  .addr_read_i  ( id_mem_read_data   ),
  .data_read_o  ( data_mem_read_data )
);
logic valid_mem_read_data;
valid_mem valid_mem_data_inst (   
  .clk          ( clk   ),
  .rst_n        ( rst_n ),
  .set_i        ( rm_handshake        ),
  .addr_write_i ( m_rid_i             ),
  .clear_i      ( valid_mem_clear     ),
  .addr_read_i  ( id_mem_read_data    ),
  .read_data_o  ( valid_mem_read_data )
);
assign s_rvalid_o = valid_mem_read_data && id_mem_valid;
logic  rs_handshake;
assign rs_handshake = s_rready_i && s_rvalid_o;
counter cnt_r_inst (   
  .clk    ( clk          ),
  .rst_n  ( rst_n        ),
  .en_i   ( rs_handshake ),
  .data_o ( cnt_r_data   )
);
assign valid_mem_clear = rs_handshake && ( cnt_r_data == 4'hf );
assign s_rdata_o = data_mem_read_data;
assign s_rid_o   = id_mem_read_data;
endmodule
module valid_mem #(
  ADDR_WIDTH = 4
) (
  input  logic clk,
  input  logic rst_n,
  input  logic                  set_i,
  input  logic [ADDR_WIDTH-1:0] addr_write_i,
  input  logic                  clear_i,
  input  logic [ADDR_WIDTH-1:0] addr_read_i,
  output logic                  read_data_o
);
localparam DATA_WIDTH = 2**ADDR_WIDTH;
logic [DATA_WIDTH-1:0] data;
logic                  output_ff;
always_ff @( posedge clk ) begin   
  if ( ~rst_n ) begin
    data <= 'b0;
  end
  else begin
    if ( clear_i ) begin
      data <= 'b0;
    end
    else begin
      if ( set_i ) begin
        data[addr_write_i] <= 'b1;
      end
      output_ff <= data[addr_read_i];
    end
  end
end
assign read_data_o = data[addr_read_i];   
endmodule
--- ./run.sh ---
#!/bin/bash
# OpenROAD 26Q1-2900-gdf79404cd8, Yosys 0.63+post, stock flow scripts
make -C /OpenROAD-flow-scripts/flow DESIGN_CONFIG=/design/flow/config.mk WORK_HOME=/design/flow/orfs finish
==> qor.yml <==
status:
  outcome: "finished, final reports clean"
finish:
  n_fill_cell: 1573
  drive_gt1_share_pct: 16.5
  syn2layout_area_growth_pct: 12.7
  design_area_mm2: 0.0119
  postLayoutCoreUtil_pct: 58.1
floorplanning:
  fp_util_pct: 51.5
  core_mm2: 0.0204
  die_w_um: 147
  ios: 42
  die_area_mm2: 0.0216
  die_height_um: 147
  rows: 52
power_and_ir_drop:
  leakage_nw: 4.14
  ir_drop_uv: 118
  power_density_mw_per_mm2: 133
critical_path:
  cp_max_fo: 37
  path_class: "register to primary output"
  rr_endpoint: "valid_mem_id_inst.data[15]$_SDFFE_PP0P_"
  startpoint_type: "register"
  crit_top_cell: "mux2i_1"
  crit_slowest_cell: "mux4_2"
  required_ns: 10.48
  crit_chain: "buf_4 > mux2i_1 > mux4_2 > or2_4 > nand2_4 > buf_4 > mux2i_1 > mux2i_1 > mux2i_1 > mux2i_1 > clkdlybuf4s50_1"
  r2r_setup_slack_ns: 8.83
  worst_ep_arrival_time_ns: 4.41
  slowest_delay_ns: 0.63
  r2r.worst_path.cells: 12
  crit_path_end_kind: "primary output"
final_timing:
  max_freq_mhz: 142
  timing.setup.tns_ns: 0
  drv_slew: 0
  fin_crit_ns: 7.03
  final-hold-violation-count: 0
  relSlewSlack_pct: 35.0
  rsz0062_at_grt: "false"
  skew_ns: 0.0117
  setup_viol_count_final: 0
  worst_pin_slew_ns: 0.971
  fin_crit_sh_pct: 53.7
yosys:
  flop_cell: "edfxtp_1"
  syn_avg_cell_area_um2: 15.2
  postSynthSeqShare_pct: 63.1
  logic_family: "multiplexers"
  topCellsByArea: "edfxtp_1 (55%), mux2i_1 (13%), dfxtp_1 (8.4%)"
  yosysWarnings: 4
  largest_area_cell: "edfxtp_1"
  ys_types: 56
  simple_gate_area_share_pct: 8.76
  synth_flops: 236
  top_cell: "edfxtp_1"
  synthCells: 692
  yosys.area_share.xor_xnor_pct: 0.499
  adder_share_pct: 1.66
  ys_sh_aoi_pct: 4.18
  ys_cells: 692
  synthArstFlopShare_pct: 0
  top_cells_by_count: "edfxtp_1 (192), mux2i_1 (140), nor2_1 (47), dfxtp_1 (44), a21oi_1 (32)"
  edf_count: 192
  top_cell_area_share_pct: 54.8
  syn_area_mm2: 0.0105
  synthMuxAreaShare_pct: 18.5
  synth_chip_area_mm2: 0.0105
placed_design:
  gp_congestion: 0.817
  hpwl_um: 13000
  placed_cell_area_mm2: 0.0111
  port_buffers: 40
global_route:
  grt.overflow.total: 0
  antenna_found_initial: 0
  grtUsageTotal_pct: 20.9
  grt_start_max_net_pins: 38
  grt_pass1_wl_um: 31500
  grt_pass1_vias: 5725
route:
  vias: 5593
  wl_um: 20200
  ant_nets: 0
  drtIter0Drc: 189
  num_antenna_cells: 0
  drc_errors: 0
  via_per_inst: 5.47
  drt_pass1_iterations: 4
  wire_per_inst_um: 19.7
clocking:
  clk_pin_slew_worst_paths_ns: 0.06
  cts_sinks: 236
  postCtsSetupRepairBufs: 0
  cts_resized: 0
  clkLatencyLatePin_ns: 0.51
  cts_tree: "done"
  cts_hold_repair.buffers: 0
  cts_root_buffer: "clkbuf_16"
  cts_buffer_depth: 3
  h-tree-depth: 1
  numCtsBuffers: 24
min_path:
  min_from: "valid_mem_id_inst.data[4]$_SDFFE_PP0P_"
  hold_end: "valid_mem_id_inst.data[4]$_SDFFE_PP0P_"
  min_path_type: "register to register"
  whs_path_depth: 2
job:
  drv_cap: 0
  warnings: 35
==> worst max-delay path, delay by kind of cell (launching register included) <==
family | cells | cell delay (ns)
AND/OR/NAND/NOR | 2 | 0.71
flip-flops | 1 | 0.30
buffers and inverters | 3 | 1.41
multiplexers | 6 | 1.45
==> layer usage <==
layer | vias up | global-route usage, % | share of wire [%]
li1 | 2689 | - | -
met3 | 31 | 6.43 | 6.9
met1 | 2715 | 29.5 | 39
met2 | 158 | 35.2 | 53
met5 | - | 0 | 0
met4 | 0 | 3.04 | 1.7
==> metrics by stage <==
step                      total power [W]  cells  hold slack [ns]  setup WS, ns
after floorplan                  0.000900    692            0.432          7.76
after global placement           0.000936    978            0.447          6.28
after detailed placement         0.000938    978            0.464          6.24
after CTS                         0.00159   1022            0.483          5.98
after global routing              0.00163   1022            0.502          5.78
final                             0.00158   1022            0.480          6.07
==> kinds of logic after synthesis <==
logic type	count (synthesis)
and+or+nand+nor	155
xor gates and xnor gates	6
DFF	236
muxes	167
AOI/OAI and AO/OA	61
adders and majority gates	14
buffers and inverters	52
other	1
==> registers in the layout (all words and copies together) (netlist names), named ones only <==
name and flops:
data_mem_inst.mem 128, id_mem_inst.mem 64, valid_mem_data_inst.data 16, valid_mem_id_inst.data 16, cnt_r_inst.data 4, cnt_w_inst.data 4
==> power breakdown <==
group          switching [W]  internal [W]
Clock               0.000261      0.000394
Sequential        0.00000386      0.000822
Combinational      0.0000558     0.0000394
==> layout make-up <==
| type | count | area [um^2] | area share (%) |
|---|---|---|---|
| Sequential cell | 236 | 6650 | 56.0 |
| Multi-Input combinational cell | 404 | 3550 | 29.9 |
| Clock buffer | 38 | 714 | 6.02 |
| Timing Repair Buffer | 56 | 520 | 4.38 |
| Tap cell | 270 | 338 | 2.85 |
| Clock inverter | 6 | 61.3 | 0.516 |
| Inverter | 12 | 46.3 | 0.390 |
==> placed cells by master (no fill, tap or decap), types with 4 or more instances in the layout <==
| master | count |
|---|---|
| nand2_1 | 30 |
| buf_4 | 16 |
| mux2i_1 | 140 |
| clkbuf_1 | 9 |
| inv_1 | 10 |
| edfxtp_1 | 192 |
| mux2_2 | 5 |
| clkbuf_8 | 4 |
| clkdlybuf4s50_1 | 40 |
| nor2_4 | 29 |
| clkinv_2 | 4 |
| nor2_1 | 47 |
| a31oi_1 | 7 |
| mux4_2 | 20 |
| ha_1 | 14 |
| nor2b_1 | 4 |
| clkbuf_16 | 25 |
| dfxtp_1 | 44 |
| nor3_1 | 11 |
| a21oi_1 | 32 |
| nand2b_1 | 14 |
==> how the worst max path moves through the flow <==
stage / endpoint / cells past startpoint
final: s_rdata_o[6] / 11
after global routing: s_rdata_o[6] / 11
after CTS: s_rdata_o[6] / 11
Power is estimated from default activity; no workload was simulated.
